==> /design/flow/design.v <==
module One_ms_lfsr(clk, rst, enable,timeout);
  input clk, rst, enable;
  output timeout;
  reg timeout ;
  reg[15:0] LFSR;
  wire feedback = LFSR[15];
  always @(posedge clk)  begin
  timeout<=1'b0;
 if(rst==1'b0) begin
  LFSR <=16'd1;  
  timeout<=1'b0;
 end
 else  begin
   if (enable<=1'b0) 
    timeout<=1'b0;  
   else begin
    if (LFSR == 16'b1100010000100110) begin  
     timeout<=1'b1;
     LFSR <=16'd1; 
    end 
   else begin
    LFSR[0] <= feedback;
    LFSR[1] <= LFSR[0];
    LFSR[2] <= LFSR[1] ^ feedback;
    LFSR[3] <= LFSR[2] ^ feedback;
    LFSR[4] <= LFSR[3];
    LFSR[5] <= LFSR[4] ^ feedback;
    LFSR[6] <= LFSR[5];
    LFSR[7] <= LFSR[6];
    LFSR[8] <= LFSR[7];
    LFSR[9] <= LFSR[8];
    LFSR[10] <= LFSR[9];
    LFSR[11] <= LFSR[10];
    LFSR[12] <= LFSR[11];
    LFSR[13] <= LFSR[12];
    LFSR[14] <= LFSR[13];
    LFSR[15] <= LFSR[14];
   end  
 end 
 end
  end
endmodule  
module countTo500(timeout500, enable, rst, clk);
	input clk, rst, enable;
	output timeout500;
	reg timeout500;
	reg [8:0] count;
always@(posedge clk) begin
	if(rst==0) begin
		count<=0;
		timeout500<=0;
	end
	else begin
		if(enable==0) begin
			timeout500<=0;
		end
		else begin
			if(count==500) begin
				timeout500<=1;
				count<=0;
			end
			else begin
				count<=count+1;
				timeout500<=0;
			end
		end
	end
end
endmodule
module timerMultiplier(timeout, speedMultiplier, enable, rst, clk);
input clk, rst, enable;
input [1:0] speedMultiplier;
output timeout;
reg timeout;
reg [2:0] count;
always@(posedge clk) begin
	if(rst==0) begin
		count<=0;
		timeout<=0;
	end
	else begin
		if(enable==0) begin
			timeout<=0;
		end
		else begin
			if(count==speedMultiplier) begin
				timeout<=1;
				count<=0;
			end
			else begin
				count<=count+1;
				timeout<=0;
			end
		end
	end
end
endmodule 
module timerSequenceFlash(timeout, speedMultiplier, enable, rst, clk);
input rst, clk, enable;
input [1:0] speedMultiplier;
output timeout;
wire time50000, time500;
One_ms_lfsr DUT_oneMillisec(clk, rst, enable,time50000);
countTo500 speed_countTo500(time500, time50000, rst, clk);
timerMultiplier speed_speedMultiplier(timeout, speedMultiplier, time500, rst, clk);
endmodule
==> /design/flow/run.sh <==
#!/bin/bash
# OpenROAD 26Q1-2900-gdf79404cd8, Yosys 0.63+post, stock flow scripts
make -C /OpenROAD-flow-scripts/flow DESIGN_CONFIG=/design/flow/config.mk WORK_HOME=/design/flow/orfs finish
==> /design/flow/config.mk <==
export PLATFORM = sky130hd
export DESIGN_NAME = timerSequenceFlash
export DESIGN_NICKNAME = timerSequenceFlash
export VERILOG_FILES = /design/flow/design.v
export SDC_FILE = /design/flow/constraint.sdc
export NUM_CORES = 4
export LEC_CHECK = 1
export CORE_AREA = 10 10 104 104
export DIE_AREA = 0 0 114 114
==> /design/flow/constraint.sdc <==
current_design timerSequenceFlash

set clk_period 1.9
set clk_io_pct 0.2

create_clock -name clk0 -period $clk_period [get_ports {clk}]

set non_clock_inputs [all_inputs -no_clocks]
set_input_delay [expr $clk_period * $clk_io_pct] -clock clk0 $non_clock_inputs
set_output_delay [expr $clk_period * $clk_io_pct] -clock clk0 [all_outputs]
==> notes.md <==
On the backend side, the flow ran end to end.

The number of instances resized during post-cts repair stands at 0. The share of the synthesized area in the top cell type stands at 0.479. After layout, the minimum clock period comes to 1450 ps. The fraction of the yosys area taken by sequential cells stands at 0.479. The tightest hold margin stands at 486 ps. Across all register-to-register paths, the minimum setup slack is 470 ps. Looking at the clock tree report, the maximum root-to-sink buffer count equals 2. The placeable core region stands at 8680 sq um. The count of cells along the worst register-to-register path stands at 3. The count of cell types in the netlist stands at 27. The number of buffers and inverters on the critical path is 1. In this run the layout overhead on the synthesized area is reported as 23.5%. The worst supply voltage drop on vdd stands at 283 uV. The delay contributed by the slowest stage of the critical path stands at 470 ps. The synthesized netlist was found by Yosys to have 131 cells. The tool flagged a number of max-cap violations equal to 0. Synthesis handed over a netlist of 131 instances. The routed layout has 946 vias. The overall die area stands at 13,000 sq um. The clock net sink count stands at 31. Counting pins that exceed their max-slew limit in the final report gives 0. Each instance of the synthesized netlist takes up on average 9.89 sq um. The number of CTS-inserted buffers stands at 5. The routed design shows a wire length per standard cell of 9.09 microns. Per the STA report, the cell with the highest stage delay on the worst path is sky130_fd_sc_hd__clkdlybuf4s50_1. The first-pass detailed-route iteration total stands at 4.

The I/O pin count stands at 6. The floorplan step set the die height to 114 microns. The detailed-route vias per instance stands at 3.78. The placement summary gives the final routability congestion estimate as 0.783. The root buffer cell chosen for the clock tree is sky130_fd_sc_hd__clkbuf_8. The initialized floorplan defines 34 standard-cell rows. The biggest fanout along the worst timing path stands at 1. The number of hold buffers added after CTS stands at 0. The highest clock rate stands at 0.689 GHz.

The worst register-to-register path ends at speed_countTo500.count[0]$_SDFFE_PN0P_. The largest net degree at the start of global routing stands at 11. The clock edge transition at the registers on the reported setup and hold paths stands at 70 ps. Per the repair_timing log after CTS, setup buffers inserted total 0. The hold violation total from the final report stands at 0. The logs give a warning total of 26. The starting DRC count in detailed routing stands at 54. The layout summary lists the proportion of cells stronger than drive strength 1 as 0.0915. The number of global-route vias before repair stands at 904. Buffers placed on the I/O ports in this run total 5. For reference, the top cells by area after synthesis are sky130_fd_sc_hd__dfxtp_1, sky130_fd_sc_hd__mux2i_1, sky130_fd_sc_hd__nor2_1. The first global-routing pass estimated 4140 microns of wire.

The slew at the pin closest to its max-slew limit stands at 526 ps. The antenna violation net count after detailed routing stands at 0. The synthesized netlist occupies a cell area of 1300 sq um. The placed wire-length estimate stands at 1620 microns. After global routing the overflow that remains totals 0. Looking at the setup timing report, the critical path kind is reg2out. The required time reported for the critical path endpoint stands at 1520 ps. STA classifies the critical path endpoint as an output port. Setup repair after global routing left no endpoint under its margin. The launch point of the worst register-to-register path is recorded as speed_countTo500.count[4]$_SDFFE_PN0P_. CTS built an H-tree with a depth of 2. The run finished with clean final reports. The critical path goes through clkdlybuf4s50_1.

The worst-case max-slew headroom was logged as 0.648. Clock skew on the completed layout was measured at 6.85 ps. For this block, the routed nets add up to 2270 microns of wire. The OpenROAD report gives the critical path a data arrival time of 1070 ps. The post-route clock period utilization stands at 0.764. During synthesis, Yosys emitted a total of 3 warnings.

The initial antenna violation count was 0. The latest clock arrival within the worst-skew pair stands at 280 ps. The die outline width stands at 114 microns. Of all cell types, the one taking the most synthesized area is sky130_fd_sc_hd__dfxtp_1. The starting density of the core stands at 0.149.

The setup-violating endpoint count in the final report stands at 0. TritonCTS built the clock tree. Total power normalized to cell area comes to 864 nW/um^2. For the final routed database, the setup TNS stands at 0 ps. Per STA, the worst path accumulates the most delay in the family buffers and inverters. After detailed routing, the number of remaining DRC violations is 0.

In the hold timing report, the worst path depth is 2. Checking hold timing, the worst path is listed with class reg2reg. The total stage count of the critical path stands at 1.

The most critical setup path has its startpoint at speed_speedMultiplier.timeout$_SDFF_PN0_. The reported leakage power stands at 0.000564 uW. The final power report lists total power as 1380 uW. The post-synth area from yosys stat stands at 1300 sq um. The routed design ends up with an antenna cell count of 0. STA classifies the critical path startpoint as a register. The total global routing track utilization stands at 0.0372.

The most critical setup path has its endpoint at timeout. Yosys reported a register bit count of 31.
how the worst min path moves through the flow:
stage,from,to
after global routing,DUT_oneMillisec.LFSR[5]$_SDFFE_PN0P_,DUT_oneMillisec.LFSR[5]$_SDFFE_PN0P_
final,speed_countTo500.count[8]$_SDFFE_PN0P_,speed_countTo500.count[8]$_SDFFE_PN0P_
after CTS,speed_countTo500.count[7]$_SDFFE_PN0P_,speed_countTo500.count[7]$_SDFFE_PN0P_
cells by family after synthesis:
| logic type | share of synthesized area |
|---|---|
| buf+inv | 0.0338 |
| simple gates | 0.202 |
| xor+xnor | 0.0676 |
| fa+ha+maj | 0.0290 |
| compound gates | 0.104 |
| mux | 0.0849 |
| flops | 0.479 |
through the flow:
stage	std cells	util	cell area (sq um)	worst slack [ps]
floorplan	131	-	1300	675
global placement	242	0.171	1480	289
detailed placement	242	0.171	1480	237
CTS	250	0.184	1600	421
global route	250	0.184	1600	304
finish	250	0.184	1600	449
state kept, by name, indices dropped and copies added (netlist names):
signal / count
speed_countTo500.timeout500: 1
speed_speedMultiplier.timeout: 1
speed_speedMultiplier.count: 3
speed_countTo500.count: 9
DUT_oneMillisec.LFSR: 16
DUT_oneMillisec.timeout: 1
report_power, final:
part	switching, uW	total, uW	internal [uW]
Sequential	6.43	664	657
Combinational	27.8	56.1	28.3
Clock	239	663	424
worst register-to-register path: stages (launching register included):
cell                      delay (ps)
sky130_fd_sc_hd__dfxtp_1         400
sky130_fd_sc_hd__nand4_1         230
sky130_fd_sc_hd__o41ai_4         580
sky130_fd_sc_hd__nor2_1          100
cell usage after synthesis:
cell	instances
sky130_fd_sc_hd__o41ai_4	1
sky130_fd_sc_hd__mux2i_1	11
sky130_fd_sc_hd__nor2b_1	1
sky130_fd_sc_hd__or3_1	3
sky130_fd_sc_hd__dfxtp_1	31
sky130_fd_sc_hd__o31ai_1	1
sky130_fd_sc_hd__nor2_1	18
sky130_fd_sc_hd__buf_1	1
sky130_fd_sc_hd__inv_1	4
sky130_fd_sc_hd__a21oi_1	4
sky130_fd_sc_hd__nand2_1	5
sky130_fd_sc_hd__and2_1	1
sky130_fd_sc_hd__o21ai_0	5
sky130_fd_sc_hd__buf_2	5
sky130_fd_sc_hd__nand3_1	4
sky130_fd_sc_hd__nand4_1	5
sky130_fd_sc_hd__nor3_1	2
sky130_fd_sc_hd__and3_1	1
sky130_fd_sc_hd__nor4b_1	3
sky130_fd_sc_hd__nor4bb_1	2
sky130_fd_sc_hd__or4_1	1
sky130_fd_sc_hd__xnor2_1	3
sky130_fd_sc_hd__xor2_1	7
sky130_fd_sc_hd__ha_1	3
sky130_fd_sc_hd__a32o_1	4
sky130_fd_sc_hd__a211oi_1	2
sky130_fd_sc_hd__nand3b_1	3
layout make-up:
| class | count | area, sq um |
|---|---|---|
| fillers | 972 | 7080 |
| inverters | 4 | 15.0 |
| clock inverters | 2 | 35.0 |
| flip-flops and latches | 31 | 621 |
| multi-input cells | 90 | 632 |
| well taps | 108 | 135 |
| clock buffers | 6 | 82.6 |
| repair buffers | 9 | 80.1 |
per-layer routing:
metal	up-vias	share of wire	global-route usage
li1	487	-	-
met1	450	0.50	0.0493
met2	9	0.46	0.0592
met3	0	0.040	0.0128
met4	0	0	0.00418
met5	-	0	0
cell usage in the layout (no fill, tap or decap), types with 2 or more instances in the layout:
cell type | netlist | final
sky130_fd_sc_hd__dfxtp_1 | 31 | 31
sky130_fd_sc_hd__clkdlybuf4s50_1 | 0 | 5
sky130_fd_sc_hd__xnor2_1 | 3 | 3
sky130_fd_sc_hd__nand2_1 | 5 | 5
sky130_fd_sc_hd__o21ai_0 | 5 | 5
sky130_fd_sc_hd__mux2i_1 | 11 | 11
sky130_fd_sc_hd__inv_1 | 4 | 4
sky130_fd_sc_hd__nor4b_1 | 3 | 3
sky130_fd_sc_hd__xor2_1 | 7 | 7
sky130_fd_sc_hd__nor4bb_1 | 2 | 2
sky130_fd_sc_hd__a211oi_1 | 2 | 2
sky130_fd_sc_hd__buf_4 | 0 | 4
sky130_fd_sc_hd__nand3_1 | 4 | 4
sky130_fd_sc_hd__nor3_1 | 2 | 2
sky130_fd_sc_hd__or3_1 | 3 | 3
sky130_fd_sc_hd__nor2_1 | 18 | 18
sky130_fd_sc_hd__clkbuf_8 | 0 | 6
sky130_fd_sc_hd__ha_1 | 3 | 3
sky130_fd_sc_hd__a32o_1 | 4 | 4
sky130_fd_sc_hd__a21oi_1 | 4 | 4
sky130_fd_sc_hd__nand4_1 | 5 | 5
sky130_fd_sc_hd__nand3b_1 | 3 | 3
No activity file was given, so power comes from the tool's default toggle rates.
