`./constraint.sdc`:
```
current_design highScoreModule

set clk_period 4.9
set clk_io_pct 0.2

create_clock -name clk0 -period $clk_period [get_ports {clk}]

set non_clock_inputs [all_inputs -no_clocks]
set_input_delay [expr $clk_period * $clk_io_pct] -clock clk0 $non_clock_inputs
set_output_delay [expr $clk_period * $clk_io_pct] -clock clk0 [all_outputs]
```
`./run.sh`:
```
#!/bin/bash
# OpenROAD 26Q1-2900-gdf79404cd8, Yosys 0.63+post, stock flow scripts
make -C /OpenROAD-flow-scripts/flow DESIGN_CONFIG=/design/flow/config.mk WORK_HOME=/design/flow/orfs finish
```
`./design.v`:
```
module highScoreModule(userAddress, timeout, timerEnable, score1s, score10s, globalHighSignal, display10s, display1s, rst, clk, scoreAddress, ramDataIn, readWrite, ramDataOut);
input rst, clk;
input [5:0] userAddress;  
input [3:0] score10s, score1s;  
input timeout, timerEnable;
input [3:0] ramDataOut;
output globalHighSignal;  
output [3:0] display10s, display1s;  
output [3:0] ramDataIn;
output [5:0] scoreAddress;
output readWrite;
reg readWrite;
reg globalHighSignal;
reg [5:0] scoreAddress;
reg [3:0] ramDataIn;
reg [3:0] temp10s, temp1s;
reg [3:0] display1s, display10s;
reg [3:0] countState;
reg [2:0] State;
parameter WaitForGameStart=0, WaitForGameOver=1, DisplayGuest=2, CheckHigh=3, UpdateHigh=4, CheckGlobal=5, UpdateGlobal=6;
always@(posedge clk) begin
	if(rst==0) begin
		scoreAddress<=0;
		globalHighSignal<=0;
		display10s<=0;
		display1s<=0;
		readWrite<=0;
		ramDataIn<=0;
		temp10s<=0;
		temp1s<=0;
	end
	else begin
		case(State)
		WaitForGameStart: begin
			if(timerEnable==1) begin
				State<=WaitForGameOver;
				display10s<=0;
				display1s<=0;
			end
		end
		WaitForGameOver: begin
			if(timeout==1) begin
				scoreAddress<=userAddress;
				countState<=0;
				globalHighSignal<=0;
				if(userAddress==40) begin  
					State<=DisplayGuest;
				end
				else begin
					State<=CheckHigh;
				end
			end
		end
		DisplayGuest: begin
			countState<=countState+1;
			globalHighSignal<=1;
			if(countState==4) begin  
				display10s<=ramDataOut;  
			end
			if(countState==5) begin
				scoreAddress<=scoreAddress+1;
			end
			if(countState==10) begin  
				display1s<=ramDataOut;  
				State<=WaitForGameStart;  
			end
		end
		CheckHigh: begin
			countState<=countState+1;
			if(countState==4) begin
				temp10s<=ramDataOut;
			end
			if(countState==5) begin
				scoreAddress<=scoreAddress+1;
			end
			if(countState==10) begin
				temp1s<=ramDataOut;
			end
			if(countState==11) begin
				if(score10s>=temp10s) begin
					if(score1s>=temp1s) begin
						State<=UpdateHigh;  
						countState<=0;
						scoreAddress<=userAddress;
					end
					else begin
						display10s<=temp10s;  
						display1s<=temp1s;  
						State<=WaitForGameStart;
					end
				end
				else begin
					display10s<=temp10s;
					display1s<=temp1s;
					State<=WaitForGameStart;
				end
			end
		end
		UpdateHigh: begin
			countState<=countState+1;
			if(countState==4) begin
				ramDataIn<=score10s;
			end
			if(countState==5) begin
				readWrite<=1;
			end
			if(countState==6) begin
				readWrite<=0;
			end
			if(countState==7) begin
				scoreAddress<=scoreAddress+1;
				ramDataIn<=score1s;
			end
			if(countState==12) begin
				readWrite<=1;
			end
			if(countState==13) begin
				readWrite<=0;
			end
			if(countState==15) begin
				scoreAddress<=40;  
				State<=CheckGlobal;
				countState<=0;
				globalHighSignal<=1;  
			end
		end
		CheckGlobal: begin
			countState<=countState+1;
			if(countState==4) begin
				temp10s<=ramDataOut;
			end
			if(countState==5) begin
				scoreAddress<=scoreAddress+1;
			end
			if(countState==10) begin
				temp1s<=ramDataOut;
			end
			if(countState==11) begin
				if(score10s>=temp10s) begin
					if(score1s>=temp1s) begin
						State<=UpdateGlobal;  
						countState<=0;
						scoreAddress<=40;
						display10s<=score10s;
						display1s<=score1s;
					end
					else begin
						display10s<=temp10s;  
						display1s<=temp1s;  
						State<=WaitForGameStart;
					end
				end
				else begin
					display10s<=temp10s;
					display1s<=temp1s;
					State<=WaitForGameStart;
				end
			end
		end
		UpdateGlobal: begin
			countState<=countState+1;
			if(countState==4) begin
				ramDataIn<=score10s;
			end
			if(countState==5) begin
				readWrite<=1;
			end
			if(countState==6) begin
				readWrite<=0;
			end
			if(countState==7) begin
				scoreAddress<=scoreAddress+1;
				ramDataIn<=score1s;
			end
			if(countState==12) begin
				readWrite<=1;
			end
			if(countState==13) begin
				readWrite<=0;
			end
			if(countState==14) begin
				State<=WaitForGameStart;
			end
		end
		endcase
	end
end
endmodule
```
`./config.mk`:
```
export PLATFORM = sky130hd
export DESIGN_NAME = highScoreModule
export DESIGN_NICKNAME = highScoreModule
export VERILOG_FILES = /design/flow/design.v
export SDC_FILE = /design/flow/constraint.sdc
export NUM_CORES = 4
export LEC_CHECK = 1
export CORE_UTILIZATION = 40
```
==> results.tsv <==
metric	value	unit
power_density	513	mW/mm2
clk_pin_slew_worst_paths	0.08	ns
die_h	82.1	um
tool_warnings	28	
vias	2357	
cap_viol_max_count	0	
yosysUniqueCellTypes	67	
first_global_vias	2134	
portBuffers	41	
power_switching	0.693	mW
drive_gt1_share	10.7	%
drc_errors	0	
avgSynthCellArea	8.61	um2
ant_nets	0	
required	5.12	ns
worst_ir_drop_vdd	0.221	mV
maxSlewHeadroom	46.6	%
worstPathMaxFanout	7	
synth_warnings	1	
hold_viol	0	
antenna_found_initial	0	
edf_count	4	
setup_tns	0	ns
top_logic_kind	AND-OR/OR-AND gates	
fmax	0.319	GHz
syn_inst	298	
postCtsSetupBuffers	0	
pwr-share-comb	48.9	%
synth.cellmix.compoundShare	31.1	%
numCtsBuffers	5	
fin_ws	1.77	ns
ff_type	dfxtp_1	
grt_max_degree	22	
wl_per_cell	16.7	um
setup_viol	0	
final_design_area_no_fill	0.00313	mm2
fin_util	51.7	%
synthesis.area	0.00256	mm2
seqPwrFrac	34.7	%
p_int	0.913	mW
synthMuxAreaShare	2.83	%
criticalPathCategory	in2reg	
htree_levels	2	
grt_pass1_wl	11.0	mm
ys_ff	39	
cpPeakStageDelay	0.53	ns
drtPass1Iterations	5	
drt_iter0_drc	167	
cts_tree	done	
grt_overflow	0	
ys_area	0.00256	mm2
grtUsageTotal	22.3	%
clk_path_buf_depth	2	
p_sw_share	43.2	%
cts_hold_buf	0	
clock_sinks	39	
syn_to_final_growth	22.1	%
finalClockSkew	0.00687	ns
worst_pin_slew	0.800	ns
min_path_type	reg2reg	
post_cts_resized	0	
die-area	0.00674	mm2
core_region_area	0.00606	mm2
rows	28	
rsz0062_at_grt	false	
drv_slew	0	
synth-xor-area-share	2.05	%
leakagePower	1.08	nW
postSynthSeqShare	32.0	%
worstSetupEndpointType	flip-flop	
lay_top_cells	41 x nand2_1, 41 x clkdlybuf4s50_1, 35 x dfxtp_1, 26 x a21oi_1, 21 x o21ai_0	
status	finished clean	
ys_sh_simple	20.9	%
vias_per_cell	5.72	
async_flop_share	0	%
period_used_share	63.9	%
critPathLaunchType	primary input	
min_period	3.13	ns
diodes	0	
wirelength	6.87	mm
path_cells	clkdlybuf4s50_1 > inv_1 > ha_1 > nand2b_4 > a2111oi_4 > nor3_2 > a21oi_1 > nand3_1 > o2bb2ai_1	
clk_latency	0.29	ns
pre_cts_slack	1.47	ns
ios	42	
die_width	82.1	um
place_congestion	0.860	
dpl.hpwl	5.10	mm
fp_util	42.3	%
adder_share	6.34	%
placed_area	0.00302	mm2
arrival	3.35	ns
clockPowerShare	16.4	%
num-fill-cells	575	
ys_cells	298	
crit_slowest_cell	clkdlybuf4s50_1	
clk_root_buffer_cell	clkbuf_8	
cells by family after synthesis:
kind of cell | Yosys count
flip-flops | 39
adder cells (fa/ha/maj) | 13
AND-OR/OR-AND | 104
AND/OR/NAND/NOR | 101
multiplexers | 7
buffers and inverters | 28
XOR/XNOR | 6
power by group through the flow:
stage     clock network, mW  registers [mW]  logic (mW)
4_1_cts               0.269           0.554       0.781
6_report              0.264           0.557       0.785
5_1_grt               0.283           0.576       0.875
flip-flops by register name (all words and copies together), names as in the netlist, 4 cells and up:
name	cells
display10s	4
State	7
scoreAddress	6
ramDataIn	4
temp1s	4
temp10s	4
countState	4
display1s	4
critical path: cells and delay by family:
kind | cells | cell delay, ns
AOI/OAI and AO/OA | 3 | 0.95
adders and majority gates | 1 | 0.29
and+or+nand+nor | 3 | 0.54
buffers and inverters | 2 | 0.59
layer usage:
layer | track usage, % | share of wire [%]
met1 | 37.7 | 52
met2 | 31.5 | 43
met3 | 2.93 | 4.6
met4 | 1.75 | 0.55
met5 | 0 | 0
through the flow:
| stage | std cells | power, mW | hold WS [ns] |
|---|---|---|---|
| finish | 412 | 1.61 | 0.472 |
| global route | 412 | 1.73 | 0.497 |
| CTS | 412 | 1.60 | 0.475 |
| detailed placement | 404 | 1.34 | 0.453 |
| global placement | 404 | 1.34 | 0.454 |
| floorplan | 298 | 1.08 | 0.410 |
cell usage after synthesis, types with 4 or more instances:
cell	n	area, um2
xnor2_1	5	43.8
nor2_1	17	63.8
o2bb2ai_1	8	70.1
nand3_1	13	65.1
a222oi_1	8	80.1
ha_1	13	163
edfxtp_1	4	120
a311oi_1	4	35.0
o21ai_0	21	105
nand2b_1	4	25.0
inv_1	16	60.1
dfxtp_1	35	701
nand2_1	41	154
clkbuf_1	6	22.5
mux2i_1	5	50.1
a21oi_1	26	130
worst paths after layout:
| check | from | end | slack [ns] | cells after the start |
|---|---|---|---|---|
| max | score10s[0] | display10s[2] | 1.77 | 9 |
| min | display10s[0] | display10s[0] | 0.47 | 1 |
| max reg2reg | State[2] | scoreAddress[1] | 2.52 | 6 |
| min reg2reg | display10s[0] | display10s[0] | 0.47 | 1 |
cell type report:
cell class | count | area, um2 | area share, %
inverter | 16 | 60.1 | 1.92
clock buffer | 7 | 108 | 3.43
sequential | 39 | 821 | 26.2
multi-input combinational | 231 | 1620 | 51.7
tap | 75 | 93.8 | 3.00
timing repair buffer | 43 | 425 | 13.6
clock inverter | 1 | 5.00 | 0.160
Power figures rest on the tool's default switching activity, not on a simulated workload.
