==> flow/config.mk <==
export PLATFORM = sky130hd
export DESIGN_NAME = displayControl
export DESIGN_NICKNAME = displayControl
export VERILOG_FILES = /design/flow/design.v
export SDC_FILE = /design/flow/constraint.sdc
export NUM_CORES = 4
export LEC_CHECK = 1
export CORE_AREA = 10 10 110 110
export DIE_AREA = 0 0 120 120
==> flow/constraint.sdc <==
current_design displayControl

set clk_period 11.9
set clk_io_pct 0.2

create_clock -name clk0 -period $clk_period

set non_clock_inputs [all_inputs -no_clocks]
set_input_delay [expr $clk_period * $clk_io_pct] -clock clk0 $non_clock_inputs
set_output_delay [expr $clk_period * $clk_io_pct] -clock clk0 [all_outputs]
==> flow/design.v <==
module decoder(decoder_in,decoder_out);
    input [4:0] decoder_in;
    output [6:0] decoder_out;
    reg [6:0] decoder_out;
    always @ (decoder_in)
        case(decoder_in)
        5'b00001:    begin     decoder_out=7'b1111001 ;    end  
        5'b00010:    begin     decoder_out=7'b0100100 ;    end  
        5'b00011:    begin     decoder_out=7'b0110000 ;    end  
        5'b00100:    begin     decoder_out=7'b0011001 ;    end  
        5'b00101:    begin     decoder_out=7'b0010010 ;    end  
        5'b00110:    begin     decoder_out=7'b0000010 ;    end  
        5'b00111:    begin     decoder_out=7'b1111000 ;    end  
        5'b01000:    begin     decoder_out=7'b00000000;    end  
        5'b01001:    begin     decoder_out=7'b0010000 ;    end  
        5'b01010:    begin     decoder_out=7'b0001000 ;    end  
        5'b01011:    begin     decoder_out=7'b0000011 ;    end  
        5'b01100:    begin     decoder_out=7'b1000110 ;    end  
        5'b01101:    begin     decoder_out=7'b0100001 ;    end  
        5'b01110:    begin     decoder_out=7'b0000110 ;    end  
        5'b01111:    begin     decoder_out=7'b0001110 ;    end  
        5'b10000:    begin     decoder_out=7'b1000010 ;    end  
        5'b10001:    begin     decoder_out=7'b0001001 ;    end  
	5'b10010:    begin     decoder_out=7'b1001111 ;    end  
	5'b10011:    begin     decoder_out=7'b1000111 ;    end  
	5'b10100:    begin     decoder_out=7'b1101010 ;    end  
	5'b10101:    begin     decoder_out=7'b0001100 ;    end  
	5'b10110:    begin     decoder_out=7'b0010010 ;    end  
	5'b10111:    begin     decoder_out=7'b0000111 ;    end  
	5'b11000:    begin     decoder_out=7'b1000001 ;    end  
	5'b11001:    begin     decoder_out=7'b0111111 ;    end  
        default:     begin     decoder_out=7'b1000000 ;    end  
        endcase
endmodule      
module displayControl(rst, clk, displayState, levelNumber, speedNumber, numToFlash, noNumToFlash,GorH, score10s, score1s,timer10s, timer1s,display10s, display1s,disp0,disp1,disp2,disp3,disp4,disp5);
    input rst,clk;
    input [3:0] displayState;  
    input [1:0] speedNumber;  
    input [1:0] levelNumber;  
    input [3:0] numToFlash;  
    input noNumToFlash;  
    input [3:0] score10s, score1s;  
    input [3:0] timer10s, timer1s;  
    input [3:0] display10s, display1s;  
    input GorH; 
    output [6:0] disp0,disp1,disp2,disp3,disp4,disp5;
    wire [4:0] dp0,dp1,dp2,dp3,dp4,dp5;
	displayState displayState_1(rst, clk, displayState, levelNumber, speedNumber, numToFlash, noNumToFlash,GorH, score10s, score1s,timer10s, timer1s,display10s, display1s,dp0,dp1,dp2,dp3,dp4,dp5);
	decoder decoder_disp0(dp0,disp0);
	decoder decoder_disp1(dp1,disp1);
	decoder decoder_disp2(dp2,disp2);
	decoder decoder_disp3(dp3,disp3);
	decoder decoder_disp4(dp4,disp4);
	decoder decoder_disp5(dp5,disp5);
endmodule
module displayState(rst, clk, displayState, levelNumber, speedNumber, numToFlash, noNumToFlash,GorH, score10s, score1s,timer10s, timer1s,display10s, display1s,disp0,disp1,disp2,disp3,disp4,disp5);
    input rst,clk;
    input [3:0] displayState;  
    input [1:0] speedNumber;  
    input [1:0] levelNumber;  
    input [3:0] numToFlash;  
    input noNumToFlash;  
    input [3:0] score10s, score1s;  
    input [3:0] timer10s, timer1s;  
    input [3:0] display10s, display1s;  
    input GorH; 
    output [4:0] disp0,disp1,disp2,disp3,disp4,disp5;
    reg [4:0] disp0,disp1,disp2,disp3,disp4,disp5;
    always @ (displayState)
        case(displayState)
        4'b0001:   begin   
                disp0=5'b10111 ;  
                disp1=5'b10010 ;  
                disp2=5'b10100 ;  
                disp3=5'b01110 ;  
                disp4=timer10s ;
                disp5=timer1s;
        end
        4'b0010:   begin   
                disp0=5'b10110 ;  
                disp1=5'b10101 ;  
                disp2=5'b01110 ;  
                disp3=5'b01110 ;  
                disp4=5'b01101 ;  
                disp5=speedNumber;
        end
        4'b0011:   begin   
                disp0=5'b10011 ;  
                disp1=5'b01110 ;  
                disp2=5'b11000 ;  
                disp3=5'b01110 ;  
                disp4=5'b10011 ;  
                disp5=levelNumber;
        end
        4'b0100:   begin   
	     if(noNumToFlash==1'b0) begin
                disp0=numToFlash;  
			end 
			else begin
                disp0=5'b11001 ;  
			end
                disp1=5'b11001;  
                disp2=5'b11001;  
                disp3=5'b11001;  
                disp4=timer10s; 
                disp5=timer1s;
        end
        4'b0101:   begin  
		disp0=5'b10110 ;  
                disp1=score10s ; 
                disp2=score1s ; 
	    if(GorH == 1'b1)
                disp3=5'b10000;  
            else
                disp3=5'b10001;  
	        disp4= display10s; 
                disp5= display1s; 
        end
        default:   begin   
                disp0=5'b11001 ;  
                disp1=5'b11001 ;  
                disp2=5'b11001 ;  
                disp3=5'b11001 ;  
                disp4=5'b11001 ;  
                disp5=5'b11001 ;  
        end
        endcase
endmodule      
==> flow/run.sh <==
#!/bin/bash
# OpenROAD 26Q1-2900-gdf79404cd8, Yosys 0.63+post, stock flow scripts
make -C /OpenROAD-flow-scripts/flow DESIGN_CONFIG=/design/flow/config.mk WORK_HOME=/design/flow/orfs finish
==> results.ini <==
[synthesis]
largest_area_cell=ha_1
ys_seq_share_pct=0
avgSynthCellArea_um2=6.70
top_cell=o21ai_0
ys_cells=361
synthTopCellsByCount=31 x o21ai_0, 30 x nand2_1, 25 x a21oi_1
netlist_area_mm2=0.00242
postSynthCellCount=361
ys_top_cells_by_area=ha_1 11%, o21ai_0 6.4%, mux2i_1 6.2%, a21oi_1 5.2%, nand2_1 4.7%
ys_warn_count=2
yosysUniqueCellTypes=72
top_cell_area_share_pct=10.9
ys_area_mm2=0.00242

[final_timing]
setup_viol=0
finalWorstPathRequiredPeriod_ns=7.94
fmax_ghz=0.126
finalCritPeriodShare_pct=66.8
fin_setup_tns_ns=0
final-max-slew-violation-count=0
hold_viol=0
worst_slew_pin_slew_ns=0.708
relSlewSlack_pct=52.4
grt_setup_unrepaired=no

[die]
die_h_um=120
io_pins=82
die_w_um=120
placementRows=36
die_area_mm2=0.0144
core_mm2=0.00977
initial_core_util_pct=24.8

[global_route]
antenna_found_initial=0
grt-ovfl-total=0
grt_max_degree=41
grt_first_pass_wirelength_um=14000
grt_usage_pct=11.2
grt_pass1_vias=2780

[place]
place_area_mm2=0.00328
port_buffers=80
routabilityCongestion=0.909
detailed_place_hpwl_um=6710

[setup_path]
startpoint_type=primary input
worstSetupEndpointType=primary output
required_ns=9.52
path_class=primary input to primary output
crit_arrival_ns=5.56
cp-startpoint=displayState[1]
path_max_fanout=33

[drt]
n_antenna_cell=0
drc=0
wire_per_inst_um=15.4
firstDrtPassIters=5
viasPerCell=5.27
ant_nets=0
vias=2911
wl_um=8520
drtIter0Drc=243

[power]
vdd_drop_max_mv=0.0179
p_per_area_mw_per_mm2=38.0
leakage_nw=1.29

[final_layout]
final_area_mm2=0.00328
area_delta_synth_final_pct=35.6
register_area_um2=0
nClkBuffers=0
flop-count=0
post-route-util_pct=33.6
layout-drive-gt1-share_pct=5.25

[worst_hold_path]
min_path_type=primary input to primary output
holdCritStartpoint=GorH

[run_status]
status=complete, no violations

[clock_tree]
hold_buffers=0
cts_resized=0
cts_setup_buffers=0

[run]
warning_count=51
drv_cap=0

## final cells by class
type | instances | area [um^2]
Fill cell | 1057 | 6490
Inverter | 20 | 75.1
Multi-Input combinational cell | 314 | 2200
Tap cell | 133 | 166
Timing Repair Buffer | 85 | 838
## metrics by stage
stage               hold slack (ns)  power [mW]  worst slack (ns)  cells
detailed placement             5.76       0.125              3.95    552
global placement               5.76       0.125              3.97    552
global route                   5.80       0.139              3.70    552
CTS                            5.77       0.126              3.94    552
floorplan                      4.82      0.0675              5.37    361
finish                         5.76       0.125              3.96    552
## cells in the final DEF (no fill, tap or decap), types with 4 or more instances in the layout
master,count
clkdlybuf4s50_1,80
o21ai_0,31
nand2_1,30
a21oi_1,25
nor2_1,23
ha_1,21
inv_1,20
mux2i_1,15
a31oi_1,9
nand2b_1,9
nor3_1,9
o21a_1,7
o22ai_1,7
nor2b_1,6
or3_1,6
a22oi_1,6
nor4_1,5
a211oi_1,5
mux2_2,5
buf_4,5
and2_1,4
xnor2_1,4
a22o_1,4
nand3_1,4
o211ai_1,4
nand3b_1,4
and3_1,4
a21o_1,4
## metal layers
layer,GRT usage [%],up-vias,wire [um]
met2,18.8,111,3850
met5,0,-,0
li1,-,1480,-
met4,0,0,0
met3,1.86,0,608
met1,15.6,1320,4060
## worst max-delay path, stage by stage
cell and delay, ns:
clkdlybuf4s50_1 0.45, buf_4 0.29, or3b_1 0.59, nand2_1 0.12
nand2_1 0.12, inv_1 0.22, ha_1 0.29, nand2b_1 0.13
mux2i_1 0.07, a211o_1 0.23, o32ai_1 0.14, clkdlybuf4s50_1 0.52
## power by group
group	switching, mW	internal, mW	total (mW)
registers	0	0	0
logic	0.0573	0.0675	0.125
clock network	0	0	0
## kinds of logic (layout without fill, tap and decap cells)
logic type	count (synthesis)	count (layout)	synth area share, %
mux	21	21	9.46
compound gates	139	139	39.7
simple gates	128	128	29.2
buf+inv	47	105	9.00
fa+ha+maj	21	21	10.9
xor+xnor	5	5	1.81
## worst paths after layout
kind,to,slack (ns),cells after the start
setup / recovery,disp2[5],3.96,12
hold / removal,disp3[6],5.76,3
Power figures rest on the tool's default switching activity, not on a simulated workload.
